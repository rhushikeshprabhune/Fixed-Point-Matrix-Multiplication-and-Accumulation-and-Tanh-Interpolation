==> flow/design.v <==
module ECE564MyDesign
	    (
            input  wire               xxx__dut__run            ,             
            output reg                dut__xxx__busy           ,  
            input  wire               clk                      ,
            input  wire               reset_b                  ,
            output reg  [11:0]        dut__sram__write_address  ,
            output reg  [15:0]        dut__sram__write_data     ,
            output reg                dut__sram__write_enable   ,
            output reg  [11:0]        dut__sram__read_address   ,
            input  wire [15:0]        sram__dut__read_data      ,
            output reg  [11:0]        dut__gmem__read_address   ,
            input  wire [15:0]        gmem__dut__read_data      ,   
            output reg  [11:0]        dut__tanhmem__read_address     ,
            input  wire [15:0]        tanhmem__dut__read_data            
            );
reg [51:0] tanh_op_intermediate;
reg [51:0] tanh_op;
reg [35:0] tanhAddr_higher;
reg [35:0] tanhAddr_lower;
reg [35:0] pre_tanh_calc;
reg [35:0] tanh_post_negative;
reg [35:0] tanhAddr_calc;
reg [15:0] post_tanh_op;
reg [35:0] accumulator; 
reg [31:0] product;
reg [3:0] sram_address_increment;
reg [7:0] gmem_counter;
reg [3:0] accumulator_counter;
reg [8:0] tanh_counter;
reg [3:0] sram_counter;
reg [3:0] counter_inner;
reg	restart_calculation;
reg halt_tanh_calc;
reg begin_tanh;
reg tanh_write;
reg halt_op;
always@(posedge clk)
begin
	if(!reset_b)
		begin
		pre_tanh_calc <= 0;
		begin_tanh <= 0;
		dut__xxx__busy <= 1'b0;
		sram_counter <= 4'b0;
		tanh_op <= 0;
		restart_calculation <= 1;
		tanh_write <= 0;
		tanh_counter <= 0;
		accumulator_counter <= 4'b0;
		sram_address_increment <= 4'b0;
		accumulator <= 0;
		halt_tanh_calc <= 1;
		end
	else
		begin
		if(dut__xxx__busy == 1)
			begin
			dut__sram__read_address <= 12'd32 * {8'h00, sram_address_increment};
			if(sram_counter != 0)
				begin
				dut__sram__read_address <= dut__sram__read_address + 2;
				end
			if(gmem_counter >= 255)
				begin
				sram_address_increment <= sram_address_increment + 1;
				end
			sram_counter <= sram_counter + 1;
			if(accumulator_counter > 0)
			begin
				accumulator <= {{4{product[31]}}, product[31:0]} + accumulator;
			end	
			else
			begin
				accumulator <= {{4{product[31]}}, product[31:0]};
			end
			if(accumulator_counter > 0)
			begin
				halt_tanh_calc <= 1;
			end
			else
			begin
				if(accumulator > 0)
				begin
					halt_tanh_calc <= 0;
				end
			end
			if(accumulator_counter == 0 && accumulator > 0)
			begin
				pre_tanh_calc <= accumulator;
			end
			if(halt_tanh_calc == 0)
				begin
				begin_tanh <= 1'b1;
				end
			else
				begin
				begin_tanh <= 1'b0;
				end
			if(begin_tanh == 0)
				begin
				tanh_op <= tanh_op + (64*(tanhmem__dut__read_data*(tanhAddr_calc - tanhAddr_lower)));
				halt_op <= 1'b1;
				end
			else
				begin
				tanh_op <= 64*(tanhmem__dut__read_data*(tanhAddr_higher - tanhAddr_calc));
				halt_op <= 1'b0;
				end
			tanh_write <= ~halt_op;
			if (gmem_counter > 0)
				begin
				restart_calculation <= 0;
				end
end
			if (restart_calculation == 0) 
				begin
				accumulator_counter <= accumulator_counter + 1;
				end
			else 
				begin
				accumulator_counter <= 0;
				end
		end
		if(tanh_counter > 255)
			begin
			dut__xxx__busy <= 1'b0;
			end	
	if(!reset_b)
		begin
		dut__sram__write_address <= 12'b0;
		end
	else
		begin	
			if(xxx__dut__run == 1)
			begin
			dut__xxx__busy <= 1'b1;
			dut__sram__write_address <= 12'b000111111110;
			end
			if(tanh_write == 0)
				begin
				dut__sram__write_enable <= 1'b0;    
				end
			else if(tanh_write ==1)
				begin
				dut__sram__write_enable <= 1'b1;    
				end
			else
				begin
			    dut__sram__write_enable <= dut__sram__write_enable;
			    end
			if(tanh_write == 1)
			begin
			dut__sram__write_data <= post_tanh_op;
			end
			if(tanh_write == 1)
			begin
			dut__sram__write_address <= dut__sram__write_address + 2;
			end
			if(tanh_write == 1)
			begin
			tanh_counter <= tanh_counter + 1;    
			end
		end
	if(!reset_b)
		begin
		gmem_counter <= 8'b0;
		end
	else if(dut__xxx__busy == 1)
			begin
			if(gmem_counter > 0)
				begin
				dut__gmem__read_address <= dut__gmem__read_address + 2;
				end
			else
				begin
				dut__gmem__read_address <= 12'b0;
				end
			gmem_counter <= gmem_counter + 1;
			end	
 end
always@(*)
begin
dut__tanhmem__read_address = 0;
tanhAddr_higher = 0;
tanhAddr_lower = 0;
post_tanh_op = 0;
	if(dut__xxx__busy == 1)
		begin
			if (restart_calculation == 0)
			begin
			product = {{16{sram__dut__read_data[15]}}, sram__dut__read_data[15:0]} * {{16{gmem__dut__read_data[15]}}, gmem__dut__read_data[15:0]};
			end
		else 
			begin
			product = 32'b0;
			end
			if(halt_tanh_calc == 1 && pre_tanh_calc[35] == 0)
		        begin
				tanh_post_negative = pre_tanh_calc;
				end
			  else
				begin
				tanh_post_negative = ~pre_tanh_calc + 1;
				 end
              if(halt_tanh_calc == 1 && tanh_post_negative[34:23] > 12'h1ff)
				begin
				dut__tanhmem__read_address = 12'h1ff;
				end
			else if(halt_tanh_calc == 1 && tanh_post_negative[34:23] <= 12'h1ff)
				begin
				dut__tanhmem__read_address = tanh_post_negative[34:23] + 2;
				end			
				if(halt_tanh_calc == 0 && pre_tanh_calc[35] == 0)
				begin
				tanh_post_negative = pre_tanh_calc;
				end
			else
				begin
				tanh_post_negative = ~pre_tanh_calc[35:0] + 1;
				end
				if(halt_tanh_calc == 0 && tanh_post_negative[34:23] > 12'h1ff)
				begin
				dut__tanhmem__read_address = 12'h1ff;
				end
			else if(halt_tanh_calc == 0 && tanh_post_negative[34:23] <= 12'h1ff)
				begin
				dut__tanhmem__read_address = tanh_post_negative[34:23];
				end
			end
	else
		begin
	product = 32'b0;
		end
		if(begin_tanh == 0)
			begin
				if(pre_tanh_calc[35] == 0)
				begin
				tanhAddr_calc = pre_tanh_calc;
				end
			else
				begin
				tanhAddr_calc = ~pre_tanh_calc[35:0] + 1;
				end
			tanhAddr_lower = {tanhAddr_calc[35:24], 24'b0};
			end
		else
			begin
			if(pre_tanh_calc[35] == 0)
				begin
				tanhAddr_calc = pre_tanh_calc;
				end
			else
				begin
				tanhAddr_calc = ~pre_tanh_calc[35:0] + 1;
				end
			tanhAddr_higher = {(tanhAddr_calc[35:24] + 1), 24'b0};
			end
		if(tanh_write == 1)
			begin
			if(pre_tanh_calc[35] == 0)
				begin
				post_tanh_op = tanh_op[45:30];
				end
			else
				begin
				tanh_op_intermediate = ~tanh_op + 1;
				post_tanh_op = tanh_op_intermediate[45:30];
				end
			end
end
endmodule
==> flow/run.sh <==
#!/bin/bash
# OpenROAD 26Q1-2900-gdf79404cd8, Yosys 0.63+post, stock flow scripts
make -C /OpenROAD-flow-scripts/flow DESIGN_CONFIG=/design/flow/config.mk WORK_HOME=/design/flow/orfs finish
==> flow/config.mk <==
export PLATFORM = sky130hd
export DESIGN_NAME = ECE564MyDesign
export DESIGN_NICKNAME = ECE564MyDesign
export VERILOG_FILES = /design/flow/design.v
export SDC_FILE = /design/flow/constraint.sdc
export NUM_CORES = 4
export LEC_CHECK = 1
export CORE_UTILIZATION = 30
==> flow/constraint.sdc <==
current_design ECE564MyDesign

set clk_period 38.0
set clk_io_pct 0.2

create_clock -name clk0 -period $clk_period [get_ports {clk}]

set non_clock_inputs [all_inputs -no_clocks]
set_input_delay [expr $clk_period * $clk_io_pct] -clock clk0 $non_clock_inputs
set_output_delay [expr $clk_period * $clk_io_pct] -clock clk0 [all_outputs]
==> changes_impl.md <==
## Flow update

- Run status: finished, final reports clean
- Setup Slack @ Placement: 20.45 ns
- Worst hold path stage count: 1
- Slowest-stage cell, CP: fa_1
- Largest non-sequential cell family by area: adder cells
- Layout cell share with drive strength beyond 1: 0.0379
- Worst path setup slack after routing: 20.85 ns
- Clock buffers created by TritonCTS: 17
- Count of standard-cell rows: 155
- Met1 global-route usage: 0.242
- Most common logic cells in the final layout: inv_1 (1167), fa_1 (1096), nand2_1 (1057)
- Register area share after synthesis: 0.0799
- Final Util: 0.328
- Number of warnings issued by yosys: 1
- Depth of the worst register-to-register path: 47
- Largest net degree at the start of global routing: 125
- Buffers from clock root to sink, at most: 2
- Fin Hold WS: 0.422 ns
- Final-layout fill cell count: 18532
- CP Class: input pin to flip-flop
- Grt total ovfl: 0
- Required time at the endpoint of the critical path: 38.40 ns
- Overall die area: 183000 um2
- XOR/XNOR Fraction of Synth Area: 0.0568
- Data arrival time of the worst path: 17.55 ns
- Wire length of the first global-routing pass: 251 mm
- CTS H-tree depth: 4
- Initial antenna violation count: 4
- Setup repair after global routing missed its margin: no
- Sequential standard cell area: 4350 um2
- Latest clock arrival within the worst-skew pair: 0.49 ns
- Worst Tran Pin Value: 0.932 ns
- Top Ports: 117
- Die y size: 428 um
- Routed via count: 42235
- Comb area: 44500 um2
- Antenna Diode Count: 0
- Tot GR Track Use: 0.183
- Type of the tightest min-delay check: flip-flop to flip-flop
- Avg Synthesized Cell Area: 8.46 um2
- Proportion of netlist area held by the largest area contributor: 0.403
- Ys cells: 6429
- Drt drc: 0
- Count of buffers from port buffering: 111
- Number of distinct standard cells referenced by the synthesized netlist: 91
- Routability cong.: 1.01
- Clock Skew: 0.0102 ns
- Post-synth design cell area: 54400 um2
- Most frequent standard cell in the layout excluding fill and tap cells: inv_1
- Fraction of synthesized area in multiplexers: 0.00964
- Per-cell via count in the routed design: 4.83
- Number of warning messages in the logs: 33
- Count of library flops with an enable pin: 40
- Largest fanout on the critical path: 39
- Max cap viols: 0
- Worst setup EP type: flip-flop
- CTS resizes: 0
- Clock transition at the registers of the reported paths: 0.08 ns
- Post CTS Setup Buffer Count: 0
- Number of optimization iterations in the first detailed-route pass: 5
- Max Clk Rate: 58.3 MHz
- Cts hold-fix bufs: 0
- Placed wire-length estimate after detailed placement: 122 mm
- Share of flip-flops with an asynchronous set or reset after synthesis: 0
- Core Area: 179000 um2
- Largest cells by area after synthesis: fa_1 (40%), inv_1 (8.1%), ha_1 (7.4%)
- Final period utilization: 0.451
- Max-slew violation count: 0
- Count of endpoints failing setup in the final report: 0
- Critical path's largest stage delay: 0.56 ns
- Tmin final: 17.15 ns
- Cell type with the largest total area after synthesis: fa_1
- Starting Density: 0.303
- Root Buffer Master: clkbuf_16
- Relative slew margins: 0.377
- Average wire length per cell after detail routing: 17.6 um
- Total length of routed wires: 154 mm
- Width of the die: 428 um
- CTS tree: done
- Yosys Chip Area: 54400 um2
- Iteration-0 DRC count of the detailed router: 2082
- Post-detailed-route count of antenna-violating nets: 0
- Sum Neg Setup Slack: 0 ns
- Synthesized-area fraction occupied by ao, oa, aoi and oai cells: 0.0858
- Post-synthesis adder-cell area fraction: 0.478
- Layout-stage area growth over the synthesis result: 8.12%
- Met3 track demand over resource: 0.0874
- Flops out of synthesis: 197
- Busiest layer in global routing: met2
- Startpoint types: input pin
- Final Hold Viols: 0
- Met2 track utilization from global routing: 0.284
- Commonest register cell after synthesis: dfxtp_1
- Post-Synthesis Cells: 6429
- Number of global-route vias before repair: 44779
- Simple-gate share of the synthesized area: 0.186
- CTS sink count: 197
==> worst paths after layout <==
check	from	to	slack, ns
worst max-delay path	tanhmem__dut__read_data[1]	tanh_op[45]	20.85
worst min-delay path	halt_op	tanh_write	0.42
worst max register to register	pre_tanh_calc[0]	tanh_op[45]	26.27
worst min register to register	halt_op	tanh_write	0.42
==> through the flow <==
stage	std cells	area, um2
2_1_floorplan	6434	54400
3_3_place_gp	8705	58200
3_5_place_dp	8705	58200
4_1_cts	8737	58800
5_1_grt	8737	58800
6_report	8737	58800
==> per-layer routing <==
layer | wire length, um | vias up
met2 | 70900 | 1490
met5 | 131 | -
met4 | 2990 | 4
li1 | - | 19680
met1 | 62300 | 20889
met3 | 17500 | 172
==> kinds of logic (layout without fill, tap and decap cells) <==
kind of cell	count (synthesis)	in the layout
AOI/OAI and AO/OA	735	735
xor gates and xnor gates	344	344
adders and majority gates	1418	1418
buffers and inverters	1497	1445
DFF	197	197
muxes	52	52
other	2	7
and+or+nand+nor	2184	2184
==> state kept, by name, summed over array words and instances (netlist names), 9 cells and up <==
| name | count |
|---|---|
| dut__sram__write_address | 11 |
| dut__sram__write_data | 16 |
| dut__gmem__read_address | 11 |
| accumulator | 36 |
| dut__sram__read_address | 11 |
| tanh_op | 40 |
| tanh_counter | 9 |
| pre_tanh_calc | 36 |
==> cells in the mapped netlist, types with 17 or more instances <==
cell / number
inv_1: 1170
fa_1: 1096
nand2_1: 1057
and2_1: 364
nor2_1: 343
ha_1: 322
clkbuf_1: 303
a21oi_1: 242
xnor2_1: 226
o21ai_0: 159
dfxtp_1: 157
xor2_1: 112
nor3_1: 80
a21o_1: 76
nand3_1: 64
nand2b_1: 50
mux2i_1: 49
and3_1: 41
edfxtp_1: 40
nor4_1: 36
nand4_1: 34
a211oi_1: 31
nor2b_1: 31
o31ai_1: 28
o21bai_1: 27
o21a_1: 23
or3_1: 23
a31oi_1: 22
o211ai_1: 17
==> worst max-delay path: cells and delay by family <==
family                     cells  cell delay (ns)
AOI/OAI and AO/OA             18             3.57
buffers and inverters          6             1.18
xor gates and xnor gates       3             0.61
adders and majority gates      8             3.68
and+or+nand+nor                6             0.87
==> final cells by class <==
type / count / share of cell area
multi-input cells: 4740 / 0.757
inverters: 1171 / 0.0748
flip-flops and latches: 197 / 0.0740
well taps: 2355 / 0.0501
repair buffers: 242 / 0.0344
clock buffers: 17 / 0.00724
clock inverters: 15 / 0.00258
